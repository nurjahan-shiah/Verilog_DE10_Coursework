$ cat design/flow/design.v
 module full_adder(cin, A, B, Sum, Cout);
  input A, B, cin;
  output Sum, Cout;
  assign Sum = A ^ B ^ cin;
  assign Cout = (A & B) | (A & cin) | (B & cin);
endmodule
module four_bit_adder(s, a0, a1, r, cout);
  input [3:0] a0, a1;
  input s;
  output [3:0] r;
  output cout;
  wire [3:1] carry;
 wire x1, x2, x3, x4;
 xor (x1, s, a1[0]);
 xor (x2, s, a1[1]);
 xor (x3, s, a1[2]);
 xor (x4, s, a1[3]);
  full_adder fa0(s, a0[0], x1, r[0], carry[1]);
  full_adder fa1(carry[1], a0[1], x2, r[1], carry[2]);
  full_adder fa2(carry[2], a0[2], x3, r[2], carry[3]);
  full_adder fa3(carry[3], a0[3], x4, r[3], cout);
endmodule
  module seven_segment_decoder (
  input [3:0] a,
  output [6:0] sw
);
assign sw[0]= ~a[3]& ~a[2] & ~a[1] & a[0] | ~a[3]& a[2] & ~a[1] & ~a[0] | a[3]& ~a[2] & a[1] & a[0] | a[3]& a[2] & ~a[1] & a[0];
assign sw[1]= ~a[3]& a[2] & ~a[1] & a[0] |  a[2] & a[1] & ~a[0] | a[3]& a[1] & a[0] | a[3]& a[2] & ~a[0];
assign sw[2]= ~a[3]& ~a[2] & a[1] & ~a[0] | a[3]& a[2] & a[1] | a[3]& a[2] & ~a[0]; 	
assign sw[3]=  (~a[3]& ~a[2] & ~a[1] & a[0]) | (~a[3]& a[2] & ~a[1] & ~a[0]) | (a[2] & a[1] & a[0]) | (a[3]& ~a[2] & a[1] & ~a[0]);
assign sw[4]= (~a[3]& ~a[2] & ~a[1] & a[0]) |( ~a[3]& ~a[2] & a[1] & a[0]) | (~a[3]& a[2] & ~a[1] & ~a[0] )| (~a[3]& a[2] & ~a[1] & a[0]) | (~a[3]& a[2] & a[1] & a[0]) | (a[3]& ~a[2] & ~a[1] & a[0]) ;
assign sw[5]= ~a[3]& ~a[2] & a[0] | ~a[3]& ~a[2] & a[1] | ~a[3]& a[1] & a[0] | a[3]& a[2] & ~a[1] & a[0];
assign sw[6]= ~a[3]& ~a[2] & ~a[1] | ~a[3]& a[2] & a[1] & a[0] | a[3]& a[2] & ~a[1] & ~a[0];
endmodule
$ cat design/flow/run.sh
#!/bin/bash
# OpenROAD 26Q1-2900-gdf79404cd8, Yosys 0.63+post, stock flow scripts
make -C /OpenROAD-flow-scripts/flow DESIGN_CONFIG=/design/flow/config.mk WORK_HOME=/design/flow/orfs finish
$ cat design/flow/config.mk
export PLATFORM = sky130hd
export DESIGN_NAME = four_bit_adder
export DESIGN_NICKNAME = four_bit_adder
export VERILOG_FILES = /design/flow/design.v
export SDC_FILE = /design/flow/constraint.sdc
export NUM_CORES = 4
export LEC_CHECK = 1
export CORE_AREA = 10 10 70 70
export DIE_AREA = 0 0 80 80
$ cat design/flow/constraint.sdc
current_design four_bit_adder

set clk_period 3.6
set clk_io_pct 0.2

create_clock -name clk0 -period $clk_period

set non_clock_inputs [all_inputs -no_clocks]
set_input_delay [expr $clk_period * $clk_io_pct] -clock clk0 $non_clock_inputs
set_output_delay [expr $clk_period * $clk_io_pct] -clock clk0 [all_outputs]
==> metrics.cfg <==
[drt]
via_count=139
wirelength_um=568
top_layer=met3
drtAntennaViolNets=0
drt-met1-wl_um=266
met2_length_um=189
diodes=0
vias_per_cell=1.853
routedWlPerCell_um=7.573
first_pass_iters=1
dr_wl_met3_um=112
drc_errors=0
drtIter0Drc=0

[worst_setup_path]
cp_cell_sequence=clkdlybuf4s50_1 -> mux2_2 -> fa_1 -> inv_1 -> fa_1 -> inv_1 -> clkdlybuf4s50_1
critical_path.max_fanout=2
crit_type=in2out
end_kind=output pin
critPathMaxStageDelay_ns=0.46
critPathSlowestCell=clkdlybuf4s50_1
crit_path_start_kind=input port
worstPathRequired_ns=2.88
crit_arrival_ns=2.80

[place]
place_congestion=0.7462
place_hpwl_um=561
io_buffers=14

[clocking]
post_cts_buffers=0
ctsHoldBuffers=0

[timing]
slew_headroom_pct=85.87
tightest_slew_ns=0.2112
max_freq_mhz=284.2
hold_ws_ns=2.259
tns_ns=0
rsz0062_at_grt=false
finalCriticalPeriod_ns=3.519
slew_viol_final=0
fin_crit_sh_pct=97.75
setup_violations=0
hold_violations=0

[global_route]
grt_max_degree=4
grt_usage_pct=1.716
overflow=0
grt_pass1_wl_um=834
grt_pass1_vias=163
antenna_found_initial=0

[cells_and_area]
flop_area_um2=0
area_growth_pct=124.8
seq_cells=0
drive_gt1_share_pct=17.24
nClkBuffers=0

[yosys]
synth-area-yosys_um2=151.4
ys_warn_count=0
ys_sh_simple_pct=0
synth_stat.cells=16
syn_area_per_cell_um2=9.462
synth.cell_area_um2=151.4
synth.logic.top_family=adder cells
ys_sh_mux_pct=7.438
postSynthCellCount=16
ys_seq_share_pct=0
synth_cell_type_count=6
fa_ha_area_share_pct=39.67
ys_sh_aoi_pct=0
ys_sh_xor_pct=23.14

[floorplanning]
fp_util_pct=4.432
core_area_um2=3416
rows=21
die_y_um=80
ios=14
die-area_um2=6400
dieWidth_um=80

[job]
warnings=35
maxCapViolations=0

[power]
p_leak_nw=0.1344
ir_drop_uv=39.55
power_density_nw_per_um2=149.3

[worst_hold_path]
hold_class=in2out

[status]
status=finished, final reports clean

==> cell families after synthesis <==
kind of cell,count (synthesis)
muxes,1
xor gates and xnor gates,4
buffers and inverters,8
adders and majority gates,3
==> layer usage <==
metal | vias to the layer above | track usage (%)
li1 | 67 | -
met1 | 61 | 2.336
met2 | 11 | 2.167
met3 | 0 | 1.364
met4 | 0 | 0
met5 | - | 0
==> critical path, delay by kind of cell <==
| family | cells | cell delay [ns] |
|---|---|---|
| adders and majority gates | 2 | 0.77 |
| buffers and inverters | 4 | 1.01 |
| muxes | 1 | 0.28 |
==> final timing paths <==
path / cells after the start / startpoint / to / slack [ns]
setup / recovery: 7 / a0[0] / r[2] / 0.08
hold / removal: 4 / a1[0] / r[0] / 2.26
==> power breakdown <==
group          internal, mW  leakage (nW)  total (mW)  switching, mW
Combinational        0.0346         0.134      0.0508         0.0162
Sequential                0             0           0              0
Clock                     0             0           0              0
==> per-stage QoR <==
stage	setup WS, ns	cells	area [µm²]	util [%]	power [mW]
floorplan	0.6895	16	151.4	-	0.02433
global placement	-0.2613	75	341.6	10.00	0.05336
detailed placement	-0.2915	75	341.6	10.00	0.05472
CTS	0.04260	75	337.8	9.890	0.05166
global route	0.03045	75	340.3	9.963	0.05702
finish	0.08096	75	340.3	9.963	0.05080
==> layout make-up <==
cell class,instances,area (µm²)
fillers,410,3075
repair buffers,17,158.9
multi-input cells,8,108.9
well taps,46,57.56
inverters,4,15.01
==> cell usage in the layout, fill, tap and decap left out <==
| cell type | netlist | layout |
|---|---|---|
| buf_4 | 4 | 3 |
| clkdlybuf4s50_1 | 0 | 11 |
| dlygate4sd2_1 | 0 | 3 |
| fa_1 | 3 | 2 |
| fa_2 | 0 | 1 |
| inv_1 | 4 | 4 |
| mux2_2 | 1 | 1 |
| xnor2_1 | 1 | 1 |
| xor2_1 | 3 | 3 |
==> synthesized netlist by cell type (all sizes together) <==
cell type  count  area, µm²
mux2           1      11.26
fa             3      60.06
xnor2          1      8.760
buf            4      30.03
xor2           3      26.28
inv            4      15.01
==> repair_timing <==
item                                    in CTS  in global routing
endpoints found under the setup margin       3                  1
gates resized                                3                  1
hold endpoints to repair                     0                  0
Power is estimated from default activity; no workload was simulated.
